==> design/flow/run.sh <==
#!/bin/bash
# OpenROAD 26Q1-2900-gdf79404cd8, Yosys 0.63+post, stock flow scripts
make -C /OpenROAD-flow-scripts/flow DESIGN_CONFIG=/design/flow/config.mk WORK_HOME=/design/flow/orfs finish
==> design/flow/config.mk <==
export PLATFORM = sky130hd
export DESIGN_NAME = memory
export DESIGN_NICKNAME = memory
export VERILOG_FILES = /design/flow/design.v
export SDC_FILE = /design/flow/constraint.sdc
export NUM_CORES = 4
export LEC_CHECK = 1
export CORE_UTILIZATION = 30
==> design/flow/constraint.sdc <==
current_design memory

set clk_period 3.3
set clk_io_pct 0.2

create_clock -name clk0 -period $clk_period [get_ports {EN}]

set non_clock_inputs [all_inputs -no_clocks]
set_input_delay [expr $clk_period * $clk_io_pct] -clock clk0 $non_clock_inputs
set_output_delay [expr $clk_period * $clk_io_pct] -clock clk0 [all_outputs]
==> design/flow/design.v <==
`timescale 1ns/10ps
module memory (EN, MFC, addr, RW, Data_in, Data_out);
    input EN, RW;
    input [15:0] addr, Data_in;
    output reg[15:0] Data_out;
    output MFC;
    reg [15:0] memorycell;
    reg MFC;
    always @(posedge EN)
    begin
        if(RW == 1) begin
            case(addr)
                16'b0000000000000000:
                Data_out = 16'b0111000000001100;     
                16'b0000000000000001:
                Data_out = 16'b1011000000000000;     
                16'b0000000000000010:
                Data_out = 16'b0110000010000000;     
                16'b0000000000000011:
                Data_out = 16'b0010000000011111;     
                16'b0000000000000100:
                Data_out = 16'b1110000000000010;     
                16'b0000000000000101:
                Data_out = 16'b1011000010000000;     
                16'b0000000000000110:
                Data_out = 16'b0011000000000010;     
                16'b0000000000000111:
                Data_out = 16'b0100000010000001;     
                default: Data_out = memorycell;
            endcase
        end
        else memorycell = Data_in;
        #5 MFC = 1;
    end
    always @(negedge EN)
        MFC = 0;
endmodule
==> tab_implementation.tex <==
% Auto-generated results table
\begin{tabular}{lr}
\hline
Metric & Value \\
\hline
\multicolumn{2}{l}{\textbf{Floorplanning}} \\
\quad Placement Rows & 23 \\
\quad Y dimension of the die & 67.64 µm \\
\quad Die outline width & 67.64 µm \\
\quad Floorplan core density & 31.85\% \\
\quad Overall chip area & 4574 µm² \\
\quad Area inside the core boundary & 4058 µm² \\
\quad IO Count & 51 \\
\multicolumn{2}{l}{\textbf{STA}} \\
\quad Number of pins exceeding their max-slew limit in the final report & 0 \\
\quad Final sum of negative setup slack & 0 ns \\
\quad Post-layout min period & 2.243 ns \\
\quad Cycle use final & 67.96\% \\
\quad Number of hold violations in the final report & 0 \\
\quad Post-route setup slack & 1.057 ns \\
\quad Relative max-transition margin & 63.42\% \\
\quad Final Setup Violations & 0 \\
\quad Unrepaired setup endpoints after global routing & no \\
\quad Final hold slack & 0.5258 ns \\
\quad Setup skew after layout & 0.004602 ns \\
\quad Actual slew at the worst max-slew pin & 0.5481 ns \\
\quad Highest Clock Rate & 445.9 MHz \\
\multicolumn{2}{l}{\textbf{Finish}} \\
\quad Total of fill cells in the finished design & 342 \\
\quad Area occupied by registers & 960.9 µm² \\
\quad Logic area & 297.8 µm² \\
\quad Final core utilization & 47.73\% \\
\quad Final cell count without fillers & 180 \\
\quad Area Overhead vs Synth & 49.85\% \\
\quad Fraction of final layout cells sized beyond drive strength 1 & 19.23\% \\
\multicolumn{2}{l}{\textbf{Placement}} \\
\quad Count of buffers from port buffering & 49 \\
\quad Gp weighted congestion & 0.7469 \\
\quad Post-place setup slack & 0.7374 ns \\
\quad Cell count after placement & 172 \\
\quad Half-perimeter wire length after placement & 1544 µm \\
\multicolumn{2}{l}{\textbf{Global route}} \\
\quad Number of global-route vias before repair & 769 \\
\quad Global-route usage over all layers & 11.02\% \\
\quad Congestion Overflow GR & 0 \\
\quad Antenna violations before repair & 0 \\
\quad Wire length of the first global-routing pass & 3470 µm \\
\quad Largest net degree at the start of global routing & 18 \\
\multicolumn{2}{l}{\textbf{Critical path}} \\
\quad Critical path fanouts, max & 16 \\
\quad Length in cells of the worst reg-to-reg path & 1 \\
\quad Nature of the critical path startpoint & input port \\
\quad CP arrival & 2.27 ns \\
\quad Slack of the worst reg-to-reg path & 2.40 ns \\
\quad R2R Path End & Data\_out[1] \\
\quad Startpoint of the worst-slack reg-to-reg timing path & memorycell[1] \\
\quad Element type at the critical path end & flip-flop \\
\quad Worst Setup Path Type & input port to flip-flop \\
\quad Critical path data required time & 3.33 ns \\
\multicolumn{2}{l}{\textbf{Clocking}} \\
\quad Cts-stage hold buffer count & 0 \\
\quad Post-CTS Setup Repair Bufs & 0 \\
\quad Clock tree from TritonCTS & yes \\
\quad \# clock sinks & 32 \\
\quad Clock buffers created by TritonCTS & 5 \\
\quad Insertion delay of the later-clocked pin in the worst-skew pair & 0.28 ns \\
\quad Clock slew at the register clock pins of the worst setup and hold paths & 0.06 ns \\
\quad Root cell of the clock tree & sky130\_fd\_sc\_hd\_\_clkbuf\_8 \\
\quad H-tree levels & 2 \\
\quad Maximum root-to-sink buffer count & 2 \\
\quad CTS-repair resized insts & 0 \\
\multicolumn{2}{l}{\textbf{Logic synthesis}} \\
\quad Number of synthesized flops with an enable pin & 32 \\
\quad Number of instances in the synthesized netlist & 75 \\
\quad Total cell area reported by yosys after synthesis & 1292 µm² \\
\quad Library cell with the highest instance count after synthesis & sky130\_fd\_sc\_hd\_\_edfxtp\_1 \\
\quad Number of storage elements in the synthesis netlist & 32 \\
\quad Portion of the post-synthesis area used by sequential elements & 74.35\% \\
\quad Top-area cell type share of the netlist area & 74.35\% \\
\quad Netlist area before placement & 1292 µm² \\
\quad Average size of a mapped cell & 17.23 µm² \\
\quad Post-synth top area cell & sky130\_fd\_sc\_hd\_\_edfxtp\_1 \\
\quad Number of standard cells reported by yosys & 75 \\
\quad Cell types with the largest area share after synthesis & sky130\_fd\_sc\_hd\_\_edfxtp\_1 (74\%), sky130\_fd\_sc\_hd\_\_mux2\_2 (5.2\%), sky130\_fd\_sc\_hd\_\_and2\_2 (3.5\%) \\
\quad Total number of yosys warnings & 2 \\
\quad Dominant synthesized flop cell & sky130\_fd\_sc\_hd\_\_edfxtp\_1 \\
\quad Async set-reset flop share out of synthesis & 0\% \\
\quad Top cell types by occurrence after synthesis & sky130\_fd\_sc\_hd\_\_edfxtp\_1 (32), sky130\_fd\_sc\_hd\_\_and2\_2 (6), sky130\_fd\_sc\_hd\_\_mux2\_2 (6) \\
\quad Count of unique library cells instantiated by Yosys & 22 \\
\multicolumn{2}{l}{\textbf{Route}} \\
\quad Met1 wire length & 833 µm \\
\quad ANT cells & 0 \\
\quad Post-route DRC & 0 \\
\quad Wire length on met3 & 146 µm \\
\quad Antenna violation net count after detailed routing & 0 \\
\quad Routed vias/inst & 4.033 \\
\quad Vias & 726 \\
\quad First-pass iteration count of the detailed router & 3 \\
\quad Top layer used by detailed routing & met4 \\
\quad Number of DRC markers after the initial detailed-route iteration & 14 \\
\quad Mean routed wirelength per cell & 11.14 µm \\
\quad Routed WL & 2005 µm \\
\quad Sum of met2 wire segment lengths after detailed routing & 965 µm \\
\multicolumn{2}{l}{\textbf{Worst hold path}} \\
\quad Depth of the worst hold-timing path & 1 \\
\quad Worst Min Path Start & memorycell[5] \\
\quad Hold crit path type & flip-flop to flip-flop \\
\quad Worst Hold End & Data\_out[5] \\
\multicolumn{2}{l}{\textbf{Flow run}} \\
\quad Tool warnings & 25 \\
\quad Tally of max-capacitance violations & 0 \\
\multicolumn{2}{l}{\textbf{Power}} \\
\quad Max rail drop VDD & 0.2615 mV \\
\quad Power per unit of standard cell area & 481.2 nW/µm² \\
\quad Lkg Pwr & 0.7225 nW \\
\multicolumn{2}{l}{\textbf{Run status}} \\
\quad Run status & complete, no violations \\
\hline
\end{tabular}
-- report_power, final --
group	leakage [nW]	switching, mW	internal [mW]	total [mW]
combinational	0.356	0.0257	0.0709	0.0966
clock	0.0532	0.127	0.219	0.346
sequential	0.313	0.00693	0.482	0.489
-- metrics by stage --
step | area [µm²] | total power [mW]
floorplan | 1292 | 0.5203
global placement | 1831 | 0.5953
detailed placement | 1831 | 0.5958
CTS | 1937 | 0.9443
global route | 1937 | 0.9761
finish | 1937 | 0.9320
-- worst max-delay path by stage --
stage        from            to  slack, ns  depth (start not counted)
4_1_cts   addr[9]   Data_out[1]       1.05                          4
5_1_grt   addr[9]  Data_out[15]       0.89                          4
6_report  addr[9]   Data_out[1]       1.06                          4
-- logic make-up (layout without fill, tap and decap cells) --
family | count (synthesis) | after routing | synth area share [%]
muxes | 10 | 10 | 9.099
and+or+nand+nor | 21 | 21 | 10.45
xor gates and xnor gates | 1 | 1 | 0.6778
buffers and inverters | 6 | 61 | 2.614
DFF | 32 | 32 | 74.35
AOI/OAI and AO/OA | 4 | 4 | 2.517
other | 1 | 1 | 0.2901
-- routing by layer --
metal	vias to the layer above	global-route usage [%]
li1	382	-
met1	315	15.75
met2	25	16.34
met3	4	5.137
met4	0	2.128
met5	-	0
-- cells in the final DEF (no fill, tap or decap), types with 3 or more instances in the layout --
cell,n
sky130_fd_sc_hd__and2_2,6
sky130_fd_sc_hd__nor2_1,5
sky130_fd_sc_hd__clkdlybuf4s50_1,49
sky130_fd_sc_hd__edfxtp_1,32
sky130_fd_sc_hd__nand2_1,3
sky130_fd_sc_hd__mux2_2,6
sky130_fd_sc_hd__clkbuf_8,5
sky130_fd_sc_hd__inv_1,3
-- state kept, by name, indices dropped and copies added (netlist names) --
signal,cells
Data_out,16
memorycell,16
-- area by class of cell --
| type | instances | area share (%) |
|---|---|---|
| inverter | 3 | 0.5814 |
| clock inverter | 3 | 1.938 |
| multi-input combinational | 37 | 15.37 |
| tap | 50 | 3.230 |
| timing repair buffer | 50 | 25.71 |
| clock buffer | 5 | 3.553 |
| sequential | 32 | 49.61 |
-- critical path, stage by stage --
cell                              delay [ns]
sky130_fd_sc_hd__clkdlybuf4s50_1        0.41
sky130_fd_sc_hd__nor4_2                 0.29
sky130_fd_sc_hd__nand4_2                0.46
sky130_fd_sc_hd__mux2_4                 0.45
Power figures rest on the tool's default switching activity, not on a simulated workload.
