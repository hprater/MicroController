==> /design/flow/constraint.sdc <==
current_design ALU

set clk_period 14.8
set clk_io_pct 0.2

create_clock -name clk0 -period $clk_period

set non_clock_inputs [all_inputs -no_clocks]
set_input_delay [expr $clk_period * $clk_io_pct] -clock clk0 $non_clock_inputs
set_output_delay [expr $clk_period * $clk_io_pct] -clock clk0 [all_outputs]
==> /design/flow/run.sh <==
#!/bin/bash
# OpenROAD 26Q1-2900-gdf79404cd8, Yosys 0.63+post, stock flow scripts
make -C /OpenROAD-flow-scripts/flow DESIGN_CONFIG=/design/flow/config.mk WORK_HOME=/design/flow/orfs finish
==> /design/flow/config.mk <==
export PLATFORM = sky130hd
export DESIGN_NAME = ALU
export DESIGN_NICKNAME = ALU
export VERILOG_FILES = /design/flow/design.v
export SDC_FILE = /design/flow/constraint.sdc
export NUM_CORES = 4
export LEC_CHECK = 1
export CORE_AREA = 10 10 102 102
export DIE_AREA = 0 0 112 112
==> /design/flow/design.v <==
`timescale 1ns/10ps
module ALU(opCode, in1, in2, out);
input [2:0] opCode;
input [15:0] in1, in2;
output reg [15:0] out;
always @(opCode, in1, in2) 
begin
    case(opCode)
        3'b001:
            out <= in1 + in2;
        3'b010:
            out <= in1 - in2;
        3'b011:
            out <= ~in1;
        3'b100:
            out <= in1 & in2;
        3'b101:
            out <= in1 | in2;
        3'b110:
            out <= in1 ^ in2;
        3'b111:
            out <= in1 ~^ in2;
        default:
            out <= 16'b0000000000000000;
    endcase
end
endmodule
==> notes.md <==
run results: Netlist Area Pre-Place=2390 um2, Vias/cell=5.02, fin crit share=0.673, Fin Hold WS=6.97 ns, Antenna Nets Post-Route=0, Syn Inst Count=342, grt ovf=0, Main area contributors=ha_1 25%, xnor2_1 8.4%, inv_1 7.1%, mux2i_1 6.3%, nand2_1 4.4%, top post-synthesis cells by count=48 x ha_1, 45 x inv_1, 28 x nand2_1, FP Util=0.291, critical path class=in -> out, Hold Violations, Final=0, Fillers=854, Pwr per Cell Area=39.9 nW/um2, min Tclk post-route=9.96 ns, first-pass GRT wire length=12000 um, hold-fix buffers at CTS=0, vias in the first global route=2370, Rows=33, # Post-CTS Setup Buffers=0, initial antenna violation count=0, Starting DRT DRC Count=123, input/output buffers=51, antenna cells=0, status=finished, final reports clean, OpenROAD warning count=49, Slew HR=0.618, CP arrival=7.00 ns, die area=12500 um2, Sequential Area=0 um2, core area=8220 um2, total I/O pin count=51, DR pass1 iterations=4, CLK BUF=0, P_leak=1.37 nW, Seq share, synth=0, largest net degree at the start of global routing=43, Die Width=112 um, YS chip area=2390 um2, WL/cell=15.0 um, actual slew at the worst max-slew pin=0.573 ns, Cell variety after synth=50, flip-flops=0, unrepaired setup endpoints after global routing=false, synthesis warning total=1, Slew Limit Fails=0, class of the worst hold path=in -> out, crit path launch type=primary input, placed insts=485, post-synth top area cell=ha_1, CP max stage delay=0.54 ns, dpl hpwl=5860 um, GP Congestion=0.904, Die Y=112 um, worst vdd ir=0.0165 mV, DRC viols=0, max-cap check violation count=0, critical path peak fanout=9, fraction of layout cells with a size suffix above 1=0.0342, most frequent cell after synthesis=ha_1, final setup vio count=0, fin cells=485, Worst EP required=11.84 ns, CTS resizes=0, Crit. End Element=primary output, worst-path cell with the longest stage delay=or4_1, CP Cell Sequence=clkdlybuf4s50_1 > inv_1 > ha_1 > nand3_1 > or4_1 > o21ai_1 > xnor2_1 > ha_1 > a21o_1 > a211o_1 > a2111oi_0 > a21oi_2 > xnor2_1 > o221ai_1 > clkdlybuf4s50_1, logic area=2160 um2, setup_tns=0 ns, area grow syn2layout=25.0%, detailed-route via count=2433, cells in synth_stat.txt=342, syn avg cell area=7.00 um2, area share, top type=0.251, GR Util All Layers=0.112, fmax=100 MHz, routed wire length=7300 um
## cell families after synthesis
| logic type | share of synthesized area |
|---|---|
| fa+ha+maj | 0.259 |
| xor+xnor | 0.128 |
| buf+inv | 0.0993 |
| compound gates | 0.257 |
| mux | 0.0674 |
| simple gates | 0.190 |
## layout by cell type, fill, tap and decap left out, types with 4 or more instances in the layout
cell / count
clkdlybuf4s50_1: 50
buf_4: 4
a22oi_1: 4
a31oi_1: 4
xor2_1: 12
o21ai_0: 19
o211ai_1: 7
xnor2_1: 23
a21o_1: 4
inv_1: 45
nand2b_1: 5
a211oi_1: 4
nand4_1: 5
o221ai_1: 4
ha_1: 48
nand2_1: 28
nor3_1: 7
mux2i_1: 15
nor2_1: 22
a21oi_1: 18
o21ai_1: 9
## stage by stage
step	instance area [um2]	total power [mW]	setup slack [ns]	util
global route	2990	0.134	4.57	0.364
finish	2990	0.119	4.84	0.364
detailed placement	2990	0.120	4.85	0.364
global placement	2990	0.119	4.89	0.364
floorplan	2390	0.0746	6.11	-
CTS	2990	0.121	4.83	0.364
## power breakdown
| group | total [mW] | internal [mW] | switching, mW | leakage [nW] |
|---|---|---|---|---|
| registers | 0 | 0 | 0 | 0 |
| clock network | 0 | 0 | 0 | 0 |
| logic | 0.119 | 0.0597 | 0.0596 | 1.37 |
| total | 0.119 | 0.0597 | 0.0596 | 1.37 |
## worst max-delay path: cells and delay by family
kind,cells,cell delay [ns]
AND-OR/OR-AND,6,1.37
XOR/XNOR,2,0.28
adder cells (fa/ha/maj),2,0.55
buffers and inverters,3,1.12
AND/OR/NAND/NOR,2,0.71
## final cells by class
| class | count | area share |
|---|---|---|
| inverter | 45 | 0.0564 |
| tap | 105 | 0.0439 |
| timing repair buffer | 55 | 0.179 |
| multi-input combinational | 280 | 0.721 |
## final timing paths
check	start	end	slack (ns)	cells past startpoint
min	opCode[0]	out[0]	6.97	5
max	in2[0]	out[15]	4.84	15
## routing by layer
layer	GRT usage	up-vias	wire, um
li1	-	1289	-
met1	0.162	1100	3800
met2	0.187	44	3280
met3	0.00869	0	216
met4	0.000846	0	0
met5	0	-	0
No activity file was given, so power comes from the tool's default toggle rates.
