[flow/config.mk]
export PLATFORM = sky130hd
export DESIGN_NAME = MemLoadStorefsm
export DESIGN_NICKNAME = MemLoadStorefsm
export VERILOG_FILES = /design/flow/design.v
export SDC_FILE = /design/flow/constraint.sdc
export NUM_CORES = 4
export LEC_CHECK = 1
export CORE_AREA = 10 10 106 106
export DIE_AREA = 0 0 116 116
[flow/constraint.sdc]
current_design MemLoadStorefsm

set clk_period 3.0
set clk_io_pct 0.2

create_clock -name clk0 -period $clk_period [get_ports {clk}]

set non_clock_inputs [all_inputs -no_clocks]
set_input_delay [expr $clk_period * $clk_io_pct] -clock clk0 $non_clock_inputs
set_output_delay [expr $clk_period * $clk_io_pct] -clock clk0 [all_outputs]
[flow/design.v]
`timescale 1ns/10ps
module MemLoadStorefsm (clk, rst, fullBitNum, MFC, PC_inc, MAR_EN, mem_EN, mem_RW, MDR_EN_read, MDR_out, MDR_EN_write, done, param2num, Load_out_addr,
                    G0_in, G0_out, G1_in, G1_out, G2_in, G2_out, G3_in, G3_out, P0_in, P0_out, P1_in, P1_out, IF_active);
input clk, rst, MFC, IF_active;
input [15:0] fullBitNum;
output reg G0_in, G0_out, G1_in, G1_out, G2_in, G2_out, G3_in, G3_out, P0_in, P0_out, P1_in, P1_out;
output reg PC_inc, MAR_EN, mem_EN, mem_RW, MDR_EN_read, MDR_out, MDR_EN_write, done, Load_out_addr;
reg [3:0] pres_state, next_state;
    parameter st0 = 4'b0000, st1 = 4'b0001, st2 = 4'b0010, st3 = 4'b0011, st4 = 4'b0100,
              st5 = 4'b0101, st6 = 4'b0110, st7 = 4'b0111, st8 = 4'b1000, st9 = 4'b1001,
              st10 = 4'b1010, st11 = 4'b1011, st12 = 4'b1100, st13 = 4'b1101, st14 = 4'b1110, st15 = 4'b1111;
wire [3:0]opCode = fullBitNum[15:12];
wire [5:0]param1 = fullBitNum[11:6]; 
wire [5:0]param2 = fullBitNum[5:0];
output reg[15:0] param2num;
always @(posedge clk or posedge rst) 
    begin
        if (rst)
            pres_state <= st0;
        else if (IF_active)
            pres_state <= st0;
        else if (opCode == 4'b0100 || opCode == 4'b0011)
            pres_state <= next_state;
        else 
            pres_state <= st0;
    end
 always @(pres_state or MFC or opCode) 
    begin
        case (pres_state)
           st0 : case(opCode)
           4'b0011: next_state <= st1;
           4'b0100: next_state <= st9;
           default: next_state <= st0;
           endcase
           st1 : next_state <= st2;
           st2 : next_state <= st3;
           st3 : next_state <= st4;
           st4 : next_state <= st5;
           st5 : next_state <= st6;
           st6 : case(MFC)               
           1'b0: next_state <= st6;
           1'b1: next_state <= st7;      
           default: next_state <= st6;
           endcase
           st7 : next_state <= st8;      
           st8 : next_state <= st8;      
           st9 : next_state <= st10;
           st10: next_state <= st11;
           st11: next_state <= st12;
           st12: case(MFC)               
           1'b0: next_state <= st12;
           1'b1: next_state <= st13;     
           default: next_state <= st12;
           endcase
           st13: next_state <= st14;
           st14: next_state <= st15;
           st15: next_state <= st7;      
        default: next_state <= st0;
        endcase
    end
always @(pres_state) 
    begin
        case (pres_state)
        st0: 
            begin
            PC_inc <= 0;
            param2num <= 16'b0000000000000000;
            G0_out <= 0; G1_out <= 0; G2_out <= 0; G3_out <= 0; P0_out <= 0; P1_out <= 0;
            G0_in <= 0; G1_in <= 0; G2_in <= 0; G3_in <= 0; P0_in <= 0; P1_in <= 0;
            MAR_EN <= 0;
            mem_EN <= 0;
            mem_RW <= 0;
            MDR_EN_read <= 0;
            MDR_out <= 0;
            MDR_EN_write <= 0;
            done <= 0;
            Load_out_addr <= 0;
            end
        st1: 
            begin
            PC_inc <= 1;
            case(param2)
            6'b000000: begin
                G0_out <= 1; G1_out <= 0; G2_out <= 0; G3_out <= 0; P0_out <= 0; P1_out <= 0;
                end
            6'b000001: begin
                G0_out <= 0; G1_out <= 0; G2_out <= 0; G3_out <= 0; P0_out <= 1; P1_out <= 0;
                end
            6'b000010: begin 
                G0_out <= 0; G1_out <= 1; G2_out <= 0; G3_out <= 0; P0_out <= 0; P1_out <= 0;
                end
            6'b000011: begin
                G0_out <= 0; G1_out <= 0; G2_out <= 1; G3_out <= 0; P0_out <= 0; P1_out <= 0;
                end
            6'b000100: begin
                G0_out <= 0; G1_out <= 0; G2_out <= 0; G3_out <= 1; P0_out <= 0; P1_out <= 0;
                end
            6'b000101: begin
                G0_out <= 0; G1_out <= 0; G2_out <= 0; G3_out <= 0; P0_out <= 0; P1_out <= 1;
                end
            endcase
            G0_in <= 0; G1_in <= 0; G2_in <= 0; G3_in <= 0; P0_in <= 0; P1_in <= 0;
            MAR_EN <= 0;
            mem_EN <= 0;
            mem_RW <= 0;
            MDR_EN_read <= 0;
            MDR_out <= 0;
            MDR_EN_write <= 0;
            done <= 0;
            Load_out_addr <= 0;
            end
        st2: 
            begin
            PC_inc <= 0;
            case(param2)
            6'b000000: begin
                G0_out <= 1; G1_out <= 0; G2_out <= 0; G3_out <= 0; P0_out <= 0; P1_out <= 0;
                end
            6'b000001: begin
                G0_out <= 0; G1_out <= 0; G2_out <= 0; G3_out <= 0; P0_out <= 1; P1_out <= 0;
                end
            6'b000010: begin 
                G0_out <= 0; G1_out <= 1; G2_out <= 0; G3_out <= 0; P0_out <= 0; P1_out <= 0;
                end
            6'b000011: begin
                G0_out <= 0; G1_out <= 0; G2_out <= 1; G3_out <= 0; P0_out <= 0; P1_out <= 0;
                end
            6'b000100: begin
                G0_out <= 0; G1_out <= 0; G2_out <= 0; G3_out <= 1; P0_out <= 0; P1_out <= 0;
                end
            6'b000101: begin
                G0_out <= 0; G1_out <= 0; G2_out <= 0; G3_out <= 0; P0_out <= 0; P1_out <= 1;
                end
            endcase
            G0_in <= 0; G1_in <= 0; G2_in <= 0; G3_in <= 0; P0_in <= 0; P1_in <= 0;
            MAR_EN <= 1;
            mem_EN <= 0;
            mem_RW <= 0;
            MDR_EN_read <= 0;
            MDR_out <= 0;
            MDR_EN_write <= 0;
            done <= 0;
            Load_out_addr <= 0;
            end
        st3: 
            begin
            PC_inc <= 0;
            G0_out <= 0; G1_out <= 0; G2_out <= 0; G3_out <= 0; P0_out <= 0; P1_out <= 0;
            G0_in <= 0; G1_in <= 0; G2_in <= 0; G3_in <= 0; P0_in <= 0; P1_in <= 0;
            MAR_EN <= 0;
            mem_EN <= 0;
            mem_RW <= 0;
            MDR_EN_read <= 0;
            MDR_out <= 0;
            MDR_EN_write <= 0;
            done <= 0;
            Load_out_addr <= 0;
            end  
        st4: 
            begin
            PC_inc <= 0;
            case(param1)
            6'b000000: begin
                G0_out <= 1; G1_out <= 0; G2_out <= 0; G3_out <= 0; P0_out <= 0; P1_out <= 0;
                end
            6'b000001: begin
                G0_out <= 0; G1_out <= 0; G2_out <= 0; G3_out <= 0; P0_out <= 1; P1_out <= 0;
                end
            6'b000010: begin 
                G0_out <= 0; G1_out <= 1; G2_out <= 0; G3_out <= 0; P0_out <= 0; P1_out <= 0;
                end
            6'b000011: begin
                G0_out <= 0; G1_out <= 0; G2_out <= 1; G3_out <= 0; P0_out <= 0; P1_out <= 0;
                end
            6'b000100: begin
                G0_out <= 0; G1_out <= 0; G2_out <= 0; G3_out <= 1; P0_out <= 0; P1_out <= 0;
                end
            6'b000101: begin
                G0_out <= 0; G1_out <= 0; G2_out <= 0; G3_out <= 0; P0_out <= 0; P1_out <= 1;
                end
            endcase
            G0_in <= 0; G1_in <= 0; G2_in <= 0; G3_in <= 0; P0_in <= 0; P1_in <= 0;
            MAR_EN <= 0;
            mem_EN <= 0;
            mem_RW <= 0;
            MDR_EN_read <= 0;
            MDR_out <= 0;
            MDR_EN_write <= 0;
            done <= 0;
            Load_out_addr <= 0;
            end   
        st5: 
            begin
            PC_inc <= 0;
            case(param1)
            6'b000000: begin
                G0_out <= 1; G1_out <= 0; G2_out <= 0; G3_out <= 0; P0_out <= 0; P1_out <= 0;
                end
            6'b000001: begin
                G0_out <= 0; G1_out <= 0; G2_out <= 0; G3_out <= 0; P0_out <= 1; P1_out <= 0;
                end
            6'b000010: begin 
                G0_out <= 0; G1_out <= 1; G2_out <= 0; G3_out <= 0; P0_out <= 0; P1_out <= 0;
                end
            6'b000011: begin
                G0_out <= 0; G1_out <= 0; G2_out <= 1; G3_out <= 0; P0_out <= 0; P1_out <= 0;
                end
            6'b000100: begin
                G0_out <= 0; G1_out <= 0; G2_out <= 0; G3_out <= 1; P0_out <= 0; P1_out <= 0;
                end
            6'b000101: begin
                G0_out <= 0; G1_out <= 0; G2_out <= 0; G3_out <= 0; P0_out <= 0; P1_out <= 1;
                end
            endcase
            G0_in <= 0; G1_in <= 0; G2_in <= 0; G3_in <= 0; P0_in <= 0; P1_in <= 0;
            MAR_EN <= 0;
            mem_EN <= 0;
            mem_RW <= 0;
            MDR_EN_read <= 0;
            MDR_out <= 0;
            MDR_EN_write <= 1;
            done <= 0;
            Load_out_addr <= 0;
            end 
        st6: 
            begin
            PC_inc <= 0;
            G0_out <= 0; G1_out <= 0; G2_out <= 0; G3_out <= 0; P0_out <= 0; P1_out <= 0;
            G0_in <= 0; G1_in <= 0; G2_in <= 0; G3_in <= 0; P0_in <= 0; P1_in <= 0;
            MAR_EN <= 0;
            mem_EN <= 1;
            mem_RW <= 0;
            MDR_EN_read <= 0;
            MDR_out <= 0;
            MDR_EN_write <= 0;
            done <= 0;
            Load_out_addr <= 0;
            end
        st7: 
            begin
            PC_inc <= 0;
            G0_out <= 0; G1_out <= 0; G2_out <= 0; G3_out <= 0; P0_out <= 0; P1_out <= 0;
            G0_in <= 0; G1_in <= 0; G2_in <= 0; G3_in <= 0; P0_in <= 0; P1_in <= 0;
            MAR_EN <= 0;
            mem_EN <= 0;
            mem_RW <= 0;
            MDR_EN_read <= 0;
            MDR_out <= 0;
            MDR_EN_write <= 0;
            done <= 1;
            Load_out_addr <= 0;
            end  
        st8: 
            begin
            PC_inc <= 0;
            G0_out <= 0; G1_out <= 0; G2_out <= 0; G3_out <= 0; P0_out <= 0; P1_out <= 0;
            G0_in <= 0; G1_in <= 0; G2_in <= 0; G3_in <= 0; P0_in <= 0; P1_in <= 0;
            MAR_EN <= 0;
            mem_EN <= 0;
            mem_RW <= 0;
            MDR_EN_read <= 0;
            MDR_out <= 0;
            MDR_EN_write <= 0;
            done <= 0;
            Load_out_addr <= 0;
            end
        st9: 
            begin
            PC_inc <= 0;
            param2num <= {16'b0011111111111111};
            G0_out <= 0; G1_out <= 0; G2_out <= 0; G3_out <= 0; P0_out <= 0; P1_out <= 0;
            G0_in <= 0; G1_in <= 0; G2_in <= 0; G3_in <= 0; P0_in <= 0; P1_in <= 0;
            MAR_EN <= 0;
            mem_EN <= 0;
            mem_RW <= 0;
            MDR_EN_read <= 0;
            MDR_out <= 0;
            MDR_EN_write <= 0;
            done <= 0;
            Load_out_addr <= 1;
            end
        st10: 
            begin
            PC_inc <= 0;
            param2num <= {16'b0011111111111111};
            G0_out <= 0; G1_out <= 0; G2_out <= 0; G3_out <= 0; P0_out <= 0; P1_out <= 0;
            G0_in <= 0; G1_in <= 0; G2_in <= 0; G3_in <= 0; P0_in <= 0; P1_in <= 0;
            MAR_EN <= 1;
            mem_EN <= 0;
            mem_RW <= 0;
            MDR_EN_read <= 0;
            MDR_out <= 0;
            MDR_EN_write <= 0;
            done <= 0;
            Load_out_addr <= 1;
            end
        st11: 
            begin
            PC_inc <= 0;
            G0_out <= 0; G1_out <= 0; G2_out <= 0; G3_out <= 0; P0_out <= 0; P1_out <= 0;
            G0_in <= 0; G1_in <= 0; G2_in <= 0; G3_in <= 0; P0_in <= 0; P1_in <= 0;
            MAR_EN <= 0;
            mem_EN <= 0;
            mem_RW <= 1;
            MDR_EN_read <= 0;
            MDR_out <= 0;
            MDR_EN_write <= 0;
            done <= 0;
            Load_out_addr <= 0;
            end
        st12: 
            begin
            PC_inc <= 0;
            G0_out <= 0; G1_out <= 0; G2_out <= 0; G3_out <= 0; P0_out <= 0; P1_out <= 0;
            G0_in <= 0; G1_in <= 0; G2_in <= 0; G3_in <= 0; P0_in <= 0; P1_in <= 0;
            MAR_EN <= 0;
            mem_EN <= 1;
            mem_RW <= 1;
            MDR_EN_read <= 0;
            MDR_out <= 0;
            MDR_EN_write <= 0;
            done <= 0;
            Load_out_addr <= 0;
            end
        st13: 
            begin
            PC_inc <= 0;
            G0_out <= 0; G1_out <= 0; G2_out <= 0; G3_out <= 0; P0_out <= 0; P1_out <= 0;
            G0_in <= 0; G1_in <= 0; G2_in <= 0; G3_in <= 0; P0_in <= 0; P1_in <= 0;
            MAR_EN <= 0;
            mem_EN <= 1;
            mem_RW <= 1;
            MDR_EN_read <= 1;
            MDR_out <= 0;
            MDR_EN_write <= 0;
            done <= 0;
            Load_out_addr <= 0;
            end
        st14: 
            begin
            PC_inc <= 0;
            G0_out <= 0; G1_out <= 0; G2_out <= 0; G3_out <= 0; P0_out <= 0; P1_out <= 0;
            G0_in <= 0; G1_in <= 0; G2_in <= 0; G3_in <= 0; P0_in <= 0; P1_in <= 0;
            MAR_EN <= 0;
            mem_EN <= 0;
            mem_RW <= 0;
            MDR_EN_read <= 0;
            MDR_out <= 1;
            MDR_EN_write <= 0;
            done <= 0;
            Load_out_addr <= 0;
            end   
        st15: 
            begin
            PC_inc <= 0;
            G0_out <= 0; G1_out <= 0; G2_out <= 0; G3_out <= 0; P0_out <= 0; P1_out <= 0;
            case(param1)
            6'b000000: begin
                G0_in <= 1; G1_in <= 0; G2_in <= 0; G3_in <= 0; P0_in <= 0; P1_in <= 0;
                end
            6'b000001: begin
                G0_in <= 0; G1_in <= 0; G2_in <= 0; G3_in <= 0; P0_in <= 1; P1_in <= 0;
                end
            6'b000010: begin 
                G0_in <= 0; G1_in <= 1; G2_in <= 0; G3_in <= 0; P0_in <= 0; P1_in <= 0;
                end
            6'b000011: begin
                G0_in <= 0; G1_in <= 0; G2_in <= 1; G3_in <= 0; P0_in <= 0; P1_in <= 0;
                end
            6'b000100: begin
                G0_in <= 0; G1_in <= 0; G2_in <= 0; G3_in <= 1; P0_in <= 0; P1_in <= 0;
            end
            6'b000101: begin
                G0_in <= 0; G1_in <= 0; G2_in <= 0; G3_in <= 0; P0_in <= 0; P1_in <= 1;
            end
            endcase
            MAR_EN <= 0;
            mem_EN <= 0;
            mem_RW <= 0;
            MDR_EN_read <= 0;
            MDR_out <= 1;
            MDR_EN_write <= 0;
            done <= 0;
            Load_out_addr <= 0;
            end                                                                                                                       
        default: 
        begin
            PC_inc <= 0;
            G0_out <= 0; G1_out <= 0; G2_out <= 0; G3_out <= 0; P0_out <= 0; P1_out <= 0;
            G0_in <= 0; G1_in <= 0; G2_in <= 0; G3_in <= 0; P0_in <= 0; P1_in <= 0;
            MAR_EN <= 0;
            mem_EN <= 0;
            mem_RW <= 0;
            MDR_EN_read <= 0;
            MDR_out <= 0;
            MDR_EN_write <= 0;
            done <= 0;
            Load_out_addr <= 0;
            end
        endcase
    end
endmodule
`timescale 1ns/10ps
module MemTB;
reg clk, rst, MFC;
reg [15:0] fullBitNum;
wire [15:0] param2num;
wire PC_inc, MAR_EN, mem_EN, mem_RW, MDR_EN_read, MDR_out, MDR_EN_write, done,
                    G0_in, G0_out, G1_in, G1_out, G2_in, G2_out, G3_in, G3_out, P0_in, P0_out, P1_in, P1_out; 
MemLoadStorefsm fsm(clk, rst, fullBitNum, MFC, PC_inc, MAR_EN, mem_EN, mem_RW, MDR_EN_read, MDR_out, MDR_EN_write, done,
                    G0_in, G0_out, G1_in, G1_out, G2_in, G2_out, G3_in, G3_out, P0_in, P0_out, P1_in, P1_out);
initial begin
    $dumpfile("MemLoadStorefsm.vcd");
    $dumpvars(0, MemTB);
    clk = 0;
    rst = 0;
    fullBitNum = 16'b0100000010000001;  
    rst = 1; 
    #2 rst = 0;
    #35 MFC = 1;
    #15 MFC = 0;
end
always #10 clk =~ clk;
endmodule
[flow/run.sh]
#!/bin/bash
# OpenROAD 26Q1-2900-gdf79404cd8, Yosys 0.63+post, stock flow scripts
make -C /OpenROAD-flow-scripts/flow DESIGN_CONFIG=/design/flow/config.mk WORK_HOME=/design/flow/orfs finish
==> impl_results.rst <==
Synthesis and place-and-route
=============================

.. list-table::
   :header-rows: 1

   * - Metric
     - Value
   * - Post-Syn Area per Cell
     - 9.272 µm²
   * - DR iter-0 viols
     - 87
   * - Via/cell ratio
     - 3.701
   * - Reg2Reg Setup Slack
     - 2.20 ns
   * - Number of slew-limit violations in the final report
     - 0
   * - Number of cells in Yosys stat
     - 129
   * - Number of unconstrained endpoints
     - 39
   * - Overall track demand over capacity in global routing
     - 0.04728
   * - Critical path class
     - reg -> out
   * - DR pass1 iterations
     - 4
   * - Chip Area, Yosys
     - 1196 µm²
   * - Warnings, synthesis
     - 1
   * - Global-route wire length before repair
     - 5.168 mm
   * - Reg2reg end
     - pres_state[14]
   * - Number of primary I/O pins
     - 57
   * - Final antenna diode count
     - 0
   * - Via count of the first global-routing pass
     - 978
   * - Worst Max-Slew Pin Slew
     - 0.7347 ns
   * - Post-route antenna net violation count
     - 0
   * - Critical path capture point type
     - output pin
   * - Growth of design area from synthesis to finish
     - 51.99%
   * - DRC violations left
     - 0
   * - Cell depth of the worst flop-to-flop path
     - 2
   * - CTS max path bufs
     - 2
   * - Start point of the critical path
     - pres_state[8]
   * - Cell type contributing the most total cell area after synthesis
     - sky130_fd_sc_hd__dfrtp_1
   * - Insertion delay of the later-clocked pin in the worst-skew pair
     - 0.24 ns
   * - Launching element type of the critical path
     - register
   * - Top cells by area
     - sky130_fd_sc_hd__dfrtp_1 31%, sky130_fd_sc_hd__dlxtn_1 16%, sky130_fd_sc_hd__buf_4 9.4%
   * - Weighted congestion reported at the end of routability-driven placement
     - 0.7734
   * - Vertical die size
     - 116 µm
   * - Outcome
     - finished, final reports clean
   * - Met3 track demand over resource
     - 0.01832
   * - Number of core rows
     - 34
   * - Final setup violation count
     - 0
   * - Distinct cell type count after synthesis
     - 31
   * - Synth Register Bits
     - 29
   * - Worst hold margin
     - 0.4886 ns
   * - Count of port buffers added during placement
     - 54
   * - Max_cap viols
     - 0
   * - Total Wirelength
     - 3.521 mm
   * - Syn Inst Count
     - 129
   * - CP required
     - 2.40 ns
   * - Number of gates given a new drive strength after cts
     - 0
   * - Setup clock skew after layout
     - 0.0007027 ns
   * - Worst voltage drop across the vdd grid
     - 0.1239 mV
   * - Final worst-path cycle share
     - 0.9110
   * - Total setup buffers inserted after CTS
     - 0
   * - Area after detailed placement
     - 1763 µm²
   * - Hold-fix buffers, CTS
     - 0
   * - Met2 layer usage reported by global route
     - 0.06712
   * - Vias after detailed routing
     - 1040
   * - Most used flip-flop cell
     - sky130_fd_sc_hd__dfrtp_1
   * - Final HPWL DP
     - 2.950 mm
   * - Die extent in x
     - 116 µm
   * - Cell Area, Synth
     - 1196 µm²
   * - Top-area cell share
     - 0.3138
   * - Post-synth tally of flip-flops with integrated enable
     - 0
   * - Setup repair after global routing missed its margin
     - false
   * - CTS HTree Levels
     - 1
   * - Path category of the worst min-delay check
     - reg -> reg
   * - Maximum fanout encountered on the critical timing path
     - 8
   * - Arrival time of data at the critical path endpoint
     - 2.13 ns
   * - Final hold violation count
     - 0
   * - Leakage power
     - 0.7274 nW
   * - Post-synthesis async set-or-reset flop share
     - 0.5517
   * - Crit path time final
     - 2.733 ns
   * - Met1 routing resource usage after global routing
     - 0.06779
   * - Peak Freq
     - 365.9 MHz
   * - Clk Tree Root Cell
     - sky130_fd_sc_hd__clkbuf_8
   * - Clock transition at the registers of the reported paths
     - 0.06 ns
   * - Number of buffers created by CTS
     - 3
   * - Overall die area
     - 13460 µm²
   * - Final TNS setup
     - 0 ns
   * - Reg-to-Reg Start
     - pres_state[15]
   * - Critical path endpoint
     - MDR_EN_read
   * - Max-slew headroom
     - 0.5057
   * - Total grt overflow
     - 0
   * - Power Density
     - 258.3 nW/µm²
   * - Busiest layer in global routing
     - met1
   * - Register pins left without a clock
     - 13
   * - Tool warnings
     - 25
   * - Core area
     - 8848 µm²
   * - Share of final-layout standard cells stronger than drive strength 1
     - 0.04624
   * - Final Instance Area
     - 1818 µm²
   * - Largest net degree at the start of global routing
     - 17
   * - Routed WL per cell
     - 12.53 µm
   * - TritonCTS clock tree
     - done
   * - Initial Utilization
     - 0.1352
   * - Antenna violations before repair
     - 0
==> worst min-delay path by stage <==
stage	startpoint	endpoint	slack, ns	cells past startpoint
after CTS	pres_state[11]	pres_state[7]	0.49	1
after global routing	pres_state[11]	pres_state[7]	0.51	1
final	pres_state[11]	pres_state[7]	0.49	1
==> placed cells by master, fill, tap and decap left out <==
cell type                         count
sky130_fd_sc_hd__a2111o_1             1
sky130_fd_sc_hd__dlxtn_1             13
sky130_fd_sc_hd__and2_1               8
sky130_fd_sc_hd__o221ai_1             1
sky130_fd_sc_hd__and3b_1              1
sky130_fd_sc_hd__nor3b_1              3
sky130_fd_sc_hd__nor2b_1              1
sky130_fd_sc_hd__o32ai_1              3
sky130_fd_sc_hd__nor3_1               9
sky130_fd_sc_hd__clkbuf_8             4
sky130_fd_sc_hd__o22ai_1              3
sky130_fd_sc_hd__a21o_1               1
sky130_fd_sc_hd__or3_1                3
sky130_fd_sc_hd__dfstp_2              1
sky130_fd_sc_hd__or2_2                2
sky130_fd_sc_hd__nor2_1              15
sky130_fd_sc_hd__nand3_1              1
sky130_fd_sc_hd__nor4_1               6
sky130_fd_sc_hd__o21a_1               2
sky130_fd_sc_hd__nand2b_1             1
sky130_fd_sc_hd__dfrtp_1             15
sky130_fd_sc_hd__o21ai_0              4
sky130_fd_sc_hd__nor4b_2              1
sky130_fd_sc_hd__nand3b_1             1
sky130_fd_sc_hd__nand2_1              4
sky130_fd_sc_hd__conb_1               2
sky130_fd_sc_hd__inv_1                4
sky130_fd_sc_hd__o21bai_1             1
sky130_fd_sc_hd__nand4_1              2
sky130_fd_sc_hd__a21oi_1              3
sky130_fd_sc_hd__and3_1               3
sky130_fd_sc_hd__clkdlybuf4s50_1     54
==> cells in the mapped netlist (4+ instances only) <==
| cell | count |
|---|---|
| sky130_fd_sc_hd__nor3_1 | 9 |
| sky130_fd_sc_hd__dlxtn_1 | 13 |
| sky130_fd_sc_hd__inv_1 | 4 |
| sky130_fd_sc_hd__and2_1 | 8 |
| sky130_fd_sc_hd__dfrtp_1 | 15 |
| sky130_fd_sc_hd__nor2_1 | 15 |
| sky130_fd_sc_hd__o21ai_0 | 4 |
| sky130_fd_sc_hd__nand2_1 | 4 |
| sky130_fd_sc_hd__nor4_1 | 6 |
| sky130_fd_sc_hd__buf_4 | 15 |
==> worst max-delay path, stage by stage, from the launching register on <==
cell and delay, ns:
sky130_fd_sc_hd__dfrtp_1 0.45, sky130_fd_sc_hd__nor4_1 0.41, sky130_fd_sc_hd__nand3_1 0.22, sky130_fd_sc_hd__nor4b_2 0.29, sky130_fd_sc_hd__clkdlybuf4s50_1 0.51
==> area by class of cell <==
class | instances | area (µm²)
fill | 963 | 7030
multi-input combinational | 82 | 475.5
inverter | 4 | 15.01
tap | 108 | 135.1
timing repair buffer | 54 | 540.5
clock buffer | 4 | 55.05
sequential | 29 | 596.8
==> cells by family (layout without fill, tap and decap cells) <==
logic type             after synthesis  in the layout  synth area share
other                                1              2          0.003135
AOI/OAI and AO/OA                   19             19            0.1088
latches                             13             13            0.1632
DFF                                 16             16            0.3358
and+or+nand+nor                     61             61            0.2824
buffers and inverters               19             62            0.1067
==> stage by stage <==
step	utilization	setup WS, ns	power [mW]	cells
final	0.2055	0.2669	0.4695	281
after global routing	0.2055	0.02224	0.4901	281
after CTS	0.2055	0.1723	0.4727	281
after detailed placement	0.1992	0.4670	0.2877	277
after global placement	0.1992	0.5318	0.2875	277
after floorplan	-	1.277	0.2457	130
==> power by group <==
part	leakage (nW)	switching [mW]	internal, mW
combinational	0.380	0.0256	0.0349
clock	0.0288	0.0698	0.116
sequential	0.319	0.00130	0.222
total	0.727	0.0967	0.373
==> layer usage <==
metal	up-vias	wire [µm]
met5	-	0
met4	0	40
met3	2	466
met2	45	1371
met1	462	1642
li1	531	-
==> flip-flops by register name, indices dropped and copies added, names as in the netlist <==
name / count
G3_out: 1
P0_in: 1
G3_in: 1
P0_out: 1
param2num: 1
P1_out: 1
G1_out: 1
G0_out: 1
pres_state: 16
P1_in: 1
G2_in: 1
G0_in: 1
G2_out: 1
G1_in: 1
Power figures rest on the tool's default switching activity, not on a simulated workload.
